$ cat run.sh
#!/bin/bash
# OpenROAD 26Q1-2900-gdf79404cd8, Yosys 0.63+post, stock flow scripts
make -C /OpenROAD-flow-scripts/flow DESIGN_CONFIG=/design/flow/config.mk WORK_HOME=/design/flow/orfs finish
$ cat config.mk
export PLATFORM = sky130hd
export DESIGN_NAME = gun
export DESIGN_NICKNAME = gun
export VERILOG_FILES = /design/flow/design.v
export SDC_FILE = /design/flow/constraint.sdc
export NUM_CORES = 4
export LEC_CHECK = 1
export CORE_UTILIZATION = 50
$ cat constraint.sdc
current_design gun

set clk_period 7.2
set clk_io_pct 0.2

create_clock -name clk0 -period $clk_period [get_ports {clk_i}]

set non_clock_inputs [all_inputs -no_clocks]
set_input_delay [expr $clk_period * $clk_io_pct] -clock clk0 $non_clock_inputs
set_output_delay [expr $clk_period * $clk_io_pct] -clock clk0 [all_outputs]
$ cat design.v
`timescale 1ns / 1ps
module gun(
    input rst_i,
    input clk_i,
    input [15:0] sw_i,
    output busy,
    output [14:0] leds
);
reg mult_reset;
reg [7:0] mult_i1;
reg [7:0] mult_i2;
wire mult_busy;
wire [15:0] mult_out;
wire [7:0] a_in;
wire [7:0] b_in;
reg [3:0] state, state_next;
reg [7:0] a;
reg [7:0] b;
reg [15:0] tmp;
reg [15:0] tmp1;
reg [15:0] tmp2;
reg [15:0] r;
multiplier mult(
    .clk_i(clk_i),
    .rst_i(mult_reset),
    .a_bi(mult_i1),
    .b_bi(mult_i2),
    .busy_o(mult_busy),
    .y_bo(mult_out)
);
localparam STATE0 = 4'b0000;
localparam STATE1 = 4'b0001;
localparam STATE2 = 4'b0010;
localparam STATE3 = 4'b0011;
localparam STATE4 = 4'b0100;
localparam STATE5 = 4'b0101;
localparam STATE6 = 4'b0110;
localparam STATE7 = 4'b0111;
assign busy = rst_i | |state;
assign leds = r;
assign a_in = sw_i[15:8];
assign b_in = sw_i[7:0];
always @(posedge clk_i)
    if (rst_i) begin
        state <= STATE1;
    end else begin
        state <= state_next;
    end
always @(posedge clk_i) begin
    case(state)
        STATE0: state_next = STATE0;
        STATE1: state_next = STATE5;
        STATE5:
        begin
            if (mult_busy) begin
                state_next = STATE5;
            end else begin
                state_next = STATE2;
            end
        end
        STATE2: state_next = STATE6;
        STATE6:
        begin
            if (mult_busy) begin
                state_next = STATE6;
            end else begin
                state_next = STATE3;
            end
        end
        STATE3: state_next = STATE7;
        STATE7: begin
            if (mult_busy) begin
                state_next = STATE7;
            end else begin
                state_next = STATE4;
            end
        end
        STATE4: state_next = STATE0;
    endcase
end
always @(posedge clk_i) begin
    if (rst_i) begin
        mult_reset <= 0;
        r <= 0;
        tmp <= 0;
        tmp1 <= 0;
        tmp2 <= 0;
    end else begin
        case (state)
            STATE0:
                begin
                end
            STATE1:
                begin
                    mult_reset <= 1;
                    mult_i1 <= a_in;
                    mult_i2 <= b_in;
                end
            STATE5:
                begin
                    if (mult_busy) begin
                        mult_reset <= 0;
                    end else begin
                        tmp <= mult_out;
                    end
                end
            STATE2:
                begin
                    if (mult_busy) begin
                        mult_reset <= 0;
                    end else begin
                        mult_reset <= 1;
                        mult_i1 <= a_in;
                        mult_i2 <= a_in;
                    end
                end
            STATE6:
                begin
                    if (mult_busy) begin
                        mult_reset <= 0;
                    end else begin
                        tmp1 <= mult_out;
                    end
                end
            STATE3:
                begin
                    if (mult_busy) begin
                        mult_reset <= 0;
                    end else begin
                        mult_reset <= 1;
                        mult_i1 <= tmp1;
                        mult_i2 <= a_in;
                    end
                end
            STATE7:
                begin
                    if (mult_busy) begin
                        mult_reset <= 0;
                    end else begin
                        tmp2 <= mult_out;
                    end
                end
            STATE4:
                begin
                    if (mult_busy) begin
                        mult_reset <= 0;
                    end else begin
                        mult_reset <= 1;
                        r <= tmp + tmp2;
                    end
                end
        endcase
    end
end
endmodule
`timescale 1ns / 1ps
module multiplier (
	input clk_i,
	input rst_i ,
	input [7 : 0] a_bi,
	input [7 : 0] b_bi,
	output busy_o,
	output reg [15 : 0] y_bo
);
localparam IDLE = 1'b0;
localparam WORK = 1'b1;
reg [2 : 0] ctr;
wire [2 : 0] end_step;
wire [7 : 0] part_sum;
wire [15 : 0] shifted_part_sum;
reg [7 : 0] a, b;
reg [15 : 0] part_res;
reg state;
assign part_sum = a & {8{b[ctr]}} ;
assign shifted_part_sum = part_sum << ctr ;
assign end_step = (ctr == 3'h7);
assign busy_o = rst_i | state;
always @(posedge clk_i)
	if (rst_i) begin
		ctr <= 0;
		part_res <= 0;
		y_bo <= 0;
		state <= WORK;
		a <= a_bi;
		b <= b_bi;
	end else begin
		case (state)
			IDLE: y_bo <= part_res;
			WORK:
				begin
					if (end_step) begin
						state <= IDLE;
						y_bo <= part_res;
					end
					part_res <= part_res + shifted_part_sum;
					ctr <= ctr + 1;
				end
		endcase
	end
endmodule
==> reports/qor.csv <==
metric;value;unit
run status;completed;
clk ins delay skew pair;0.41;ns
Setup Crit Path Kind;input pin to output pin;
Post-CTS Resized;0;
row count;40;
DP HPWL;9140;um
CTS Root Cell;clkbuf_16;
Initial Util;51.9;%
Slew @ Worst Pin;0.828;ns
hold slack;0.414;ns
Die Wd;114;um
Hold Path Sink;mult.b[6];
Relative slew margins;44.6;%
min Tclk post-route;4.08;ns
vias in the first global route;4453;
clk buf depth;2;
Layout Utilization;59.9;%
Pwr Total;2.53;mW
die height;114;um
wire length per cell;14.4;um
first-pass GRT wire length;21600;um
Antenna Violating Nets Remaining;0;
Final Setup Violations;0;
Synth cell types;62;
EDFF count, synth;35;
initial antenna violation count;0;
Hold Path Depth;0;
Post-synth top flop;dfxtp_1;
max-cap violations;0;
total track usage;22.0;%
drt via density;5.34;
Fmax;245;MHz
Num CTS Buffers;17;
dpl cells;852;
share of cells above drive strength 1;9.79;%
die area;13100;sq um
DR top layer;met4;
Final Hold Fails;0;
syn avg cell area;9.35;sq um
area post-placement;6750;sq um
Top Ports;34;
reg2reg start;mult.ctr[0];
Power per Cell Area;347;nW/um^2
Lkg Pwr;2.81;nW
Initial DRT Pass Iterations;5;
setup TNS;0;ns
Reg2Reg Depth;9;
final slew viol count;0;
Port Buffers;33;
DRC Markers;0;
critical path arrival;2.64;ns
clock sinks;126;
fillers;1032;
Synth async-reset ratio;0;%
Post-CTS Setup Bufs;0;
maximum vdd ir drop;0.000199;V
CP Capture Type;output pin;
pre-CTS WS;3.10;ns
Yosys warning total;2;
Clock transition at path regs;0.05;ns
pin count of the biggest net entering global routing;65;
area delta synth->final;15.5;%
Max FO, Critical Path;64;
Yosys chip area;6310;sq um
HP Start;mult_i2[6];
hold buffers post-CTS;0;
M1 wire length;6440;um
Reg2Reg Setup Slack;3.71;ns
CP Launch Type;input pin;
R2R Path End;mult.part_res[14];
met2 WL;5660;um
cell area after layout;7280;sq um
count of tool warnings;27;
hold crit path type;register to register;
#FFs+latches synth;126;
RSZ-0062 raised after global routing;false;
htree depth;4;
CTS tree;yes;
Worst Skew;0.0102;ns
core box area;12200;sq um
yosys stat cell total;675;
Iter 0 DRT Violations;282;
Cell Area, Synth;6310;sq um
met3 WL;522;um
Final Non-Filler Cells;883;
most common cell after layout, fill and taps aside;nand2_1;
Synth Seq Share;45.5;%
final worst-path setup slack;3.12;ns
Post-Route WL;12800;um
crit path DRT;5.76;ns
routed via count;4717;
Remaining Overflow, GRT;0;
ant diodes;0;
most instantiated logic cells after routing;nand2_1, dfxtp_1, a21oi_1;
RePlAce Congestion;0.877;
cell count after synthesis;675;
Tcrit/Tclk final;56.7;%
-- worst max path at each step --
stage     startpoint   end  slack (ns)
4_1_cts        rst_i  busy        3.10
5_1_grt        rst_i  busy        2.99
6_report       rst_i  busy        3.12
-- cell usage after synthesis, types with 4 or more instances --
| cell | count | area (sq um) |
|---|---|---|
| nand3b_1 | 5 | 37.5 |
| and3_1 | 8 | 50.1 |
| a211oi_1 | 9 | 67.6 |
| nand2_1 | 125 | 469 |
| nand4_1 | 5 | 31.3 |
| nand3_1 | 8 | 40.0 |
| clkbuf_1 | 21 | 78.8 |
| buf_2 | 7 | 35.0 |
| a21oi_1 | 74 | 370 |
| inv_1 | 10 | 37.5 |
| a31oi_1 | 8 | 50.1 |
| xor2_1 | 5 | 43.8 |
| xnor2_1 | 15 | 131 |
| dfxtp_1 | 91 | 1820 |
| nor2_1 | 59 | 221 |
| o21ai_0 | 13 | 65.1 |
| mux2_2 | 19 | 214 |
| o211ai_1 | 8 | 60.1 |
| nor2b_1 | 7 | 43.8 |
| ha_1 | 32 | 400 |
| a21o_1 | 6 | 45.0 |
| mux2i_1 | 29 | 290 |
| nand2b_1 | 9 | 56.3 |
| a22o_1 | 5 | 43.8 |
| buf_4 | 4 | 30.0 |
| nor3_1 | 11 | 55.1 |
| edfxtp_1 | 35 | 1050 |
| o21ai_1 | 5 | 25.0 |
-- registers in the layout (all words and copies together), names as in the netlist --
name,flops
state,3
mult.state,1
tmp1,8
mult.a,8
mult.b,8
tmp2,15
mult.ctr,3
mult_i1,8
mult.part_res,15
tmp,15
mult_i2,8
r,15
state_next,3
mult.y_bo,15
mult_reset,1
-- kinds of logic (layout without fill, tap and decap cells) --
family / count (synthesis) / count (layout) / synth area share (%)
XOR/XNOR: 20 / 20 / 2.78
adder cells (fa/ha/maj): 35 / 35 / 7.14
AND-OR/OR-AND: 152 / 152 / 15.4
flip-flops: 126 / 126 / 45.5
AND/OR/NAND/NOR: 245 / 245 / 16.9
buffers and inverters: 46 / 84 / 3.49
other: 1 / 3 / 0.0594
multiplexers: 50 / 50 / 8.71
-- where the power goes --
group / switching (mW) / leakage [nW] / total [mW] / internal (mW)
combinational: 0.420 / 1.48 / 0.762 / 0.342
sequential: 0.133 / 1.07 / 0.980 / 0.847
clock: 0.282 / 0.263 / 0.783 / 0.501
total: 0.835 / 2.81 / 2.53 / 1.69
-- routing by layer --
metal | GRT usage [%] | vias up
li1 | - | 2454
met1 | 36.7 | 2181
met2 | 32.0 | 74
met3 | 4.37 | 8
met4 | 2.60 | 0
met5 | 0 | -
-- cell type report --
class / count / area [sq um] / area share [%]
Sequential cell: 126 / 2870 / 39.5
Timing Repair Buffer: 43 / 400 / 5.50
Clock buffer: 22 / 444 / 6.10
Clock inverter: 9 / 95.1 / 1.31
Multi-Input combinational cell: 505 / 3220 / 44.2
Inverter: 10 / 37.5 / 0.515
Tap cell: 168 / 210 / 2.89
-- critical path, stage by stage --
cell and delay, ns:
buf_2 0.07, buf_4 0.50, nor2_1 0.08, nand2_1 0.07
clkdlybuf4s50_1 0.45
Power is estimated from default activity; no workload was simulated.
